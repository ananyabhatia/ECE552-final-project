**/design/flow/run.sh**
```bash
#!/bin/bash
# OpenROAD 26Q1-2900-gdf79404cd8, Yosys 0.63+post, stock flow scripts
make -C /OpenROAD-flow-scripts/flow DESIGN_CONFIG=/design/flow/config.mk WORK_HOME=/design/flow/orfs finish
```
**/design/flow/config.mk**
```make
export PLATFORM = sky130hd
export DESIGN_NAME = decoder32
export DESIGN_NICKNAME = decoder32
export VERILOG_FILES = /design/flow/design.v
export SDC_FILE = /design/flow/constraint.sdc
export NUM_CORES = 4
export LEC_CHECK = 1
export CORE_AREA = 10 10 70 70
export DIE_AREA = 0 0 80 80
```
**/design/flow/constraint.sdc**
```tcl
current_design decoder32

set clk_period 1.4
set clk_io_pct 0.2

create_clock -name clk0 -period $clk_period

set non_clock_inputs [all_inputs -no_clocks]
set_input_delay [expr $clk_period * $clk_io_pct] -clock clk0 $non_clock_inputs
set_output_delay [expr $clk_period * $clk_io_pct] -clock clk0 [all_outputs]
```
**/design/flow/design.v**
```verilog
module decoder32(out, select, enable);
    input [4:0] select;
    input enable;
    output [31:0] out;
    assign out = enable << select;
endmodule
```
==> reports/highlights.md <==
## Run status
- result of the run: complete, but fails checks
- violations in the final reports: setup timing

## Power and ir drop
- clock group share of total power: 0
- power share of the sequential group: 0
- power per cell area: 182 nW/µm²
- Internal: 0.102 mW
- switching part of the total power: 0.409
- logic gate share of total power: 1.000
- total leakage power: 0.467 nW
- Peak VDD IR: 0.0440 mV
- Net Sw Power: 0.0702 mW

## Setup path
- crit path DAT: 1.23 ns
- launching element of the worst setup path: select[3]
- kind of critical path: in -> out
- CP Depth: 5
- biggest cell delay along the critical path: 0.55 ns
- most used cell, CP: buf_6
- slowest cell on the critical path: or4b_4
- maximum fanout count along the critical path: 3
- endpoint required time on the critical path: 1.12 ns
- Worst setup SP type: input pin
- Setup crit end kind: output port
- sequence of cells on the critical path: buf_6 -> or4b_4 -> buf_6 -> nor2_1 -> buf_2
- CP delay by family, top: simple AND/OR/NAND/NOR gates
- Critical path buffers and inverters: 3

## Route
- detail-routed net length per standard cell: 12.5 µm
- total number of vias: 559
- # diodes: 0
- met3 routed wirelength: 237 µm
- number of nets still failing antenna checks after routing: 0
- number of DRC violations after detailed routing: 0
- final wirelength: 1.97 mm
- total length of routed met2 wires: 953 µm
- detailed router's first-iteration violation count: 12
- highest routed layer: met3
- routed via count divided by cell count: 3.56
- Met1 Routed Length: 779 µm
- Initial DRT Pass Iterations: 4

## STA
- slew at the pin closest to its max-slew limit: 0.293 ns
- setup repair after global routing missed its margin: yes
- final count of pins violating max slew: 0
- final-layout setup total negative slack: -0.243 ns
- minimum clock period: 1.51 ns
- final-report setup violation count: 5
- final hold violation count: 0
- post-route fraction of the period consumed by the critical path: 1.08
- Final WS setup: -0.112 ns
- worst slew margin relative to its limit: 0.804
- maximum clock rate: 662 MHz

## Synthesis
- simple-gate share of the synthesized area: 0.952
- mean instance size in the synthesized netlist: 4.98 µm²
- portion of netlist area occupied by mux cells: 0
- Commonest cells post-synth: nor2_1, clkbuf_1, nand4b_1, nand4bb_1, nand2b_1
- distinct cell type count after synthesis: 9
- ao+oa area frac: 0
- Max-area cell share: 0.513
- synthesized instance count: 47
- Yosys Instances: 47
- area reported by Yosys stat: 234 µm²
- number of warning messages in the yosys log: 0
- Post-synth area hogs: nor2_1, nand4bb_1, nand4b_1, or4b_4, nand2b_1
- Top logic family: simple AND/OR/NAND/NOR gates
- synthesized-area fraction occupied by adder cells: 0
- xor and xnor fraction of the mapped netlist area: 0
- cell type with the largest total area after synthesis: nor2_1
- sequential-to-total area share from yosys stat: 0
- cell with the most instances after synthesis: nor2_1
- Post-Syn Area: 234 µm²

## Floorplanning
- number of top-level pins: 38
- CORE AREA: 3420 µm²
- Floorplan Utilization: 0.0685
- width of the chip: 80 µm
- area of the chip: 6400 µm²
- Die Y: 80 µm
- Site Rows: 21

## Final layout
- count of sequential standard cells: 0
- sequential cell area in the final layout: 0 µm²
- post-route non-filler standard cell count: 157
- share of layout cells above drive strength 1: 0.757
- Filler cells: 362
- Syn-to-layout area delta: 303%
- layout clock buffer count: 0

## Hold path
- Worst Hold Launch: select[1]
- cell count of the worst hold path: 4
- Worst Hold Class: in -> out

## Global route
- vias in the first global route: 570
- Total GRT Usage: 0.0591
- wire length of the first global-routing pass: 3.13 mm
- initial antenna violation count: 0
- total global routing overflow: 0
- largest net degree at the start of global routing: 9

## Placed design
- Detail Placement HPWL: 1.34 mm
- placer's final routability congestion estimate: 0.754
- Cell Count Post-Placement: 132
- buffers added on ports: 38

## Flow run
- number of warnings in the stage logs: 34
- number of max-capacitance violations reported: 0

## Clock network
- post-cts hold buffer count: 0

path summary, 6_finish.rpt:
kind / to / slack [ns]
setup / recovery: out[4] / -0.11
hold / removal: out[0] / 0.90
placed cells by master, fill, tap and decap left out:
cell type / netlist / layout
dlygate4sd2_1: 0 / 3
buf_6: 0 / 19
or4b_4: 1 / 1
nand2b_4: 0 / 2
dlymetal6s2s_1: 0 / 1
clkbuf_2: 0 / 7
nand4bb_4: 0 / 3
nor2_4: 0 / 5
nor2_2: 0 / 10
clkdlybuf4s15_1: 0 / 2
nand4b_1: 3 / 3
nand4_1: 1 / 1
nand2_2: 0 / 1
buf_4: 0 / 15
nor2_1: 32 / 17
buf_8: 0 / 1
buf_2: 0 / 19
or2_4: 0 / 1
layer usage:
metal | GRT usage | vias up
met4 | 0 | 0
met1 | 0.0693 | 253
met2 | 0.104 | 22
met5 | 0 | -
li1 | - | 284
met3 | 0.0239 | 0
area by class of cell:
type / count / area, µm² / share of cell area
multi-input combinational: 44 / 354 / 0.376
tap: 46 / 57.6 / 0.0611
timing repair buffer: 67 / 531 / 0.563
stage by stage:
| step | worst slack, ns | power [mW] | hold WS, ns | instance area, µm² | util |
|---|---|---|---|---|---|
| after detailed placement | -0.744 | 0.0900 | 1.62 | 691 | 0.202 |
| after CTS | -0.123 | 0.150 | 0.901 | 883 | 0.259 |
| after floorplan | 0.248 | 0.0288 | 0.685 | 234 | - |
| final | -0.112 | 0.172 | 0.899 | 942 | 0.276 |
| after global routing | -0.136 | 0.186 | 0.918 | 942 | 0.276 |
| after global placement | -0.715 | 0.0887 | 1.61 | 691 | 0.202 |
kinds of logic after synthesis:
family,count (synthesis)
buffers and inverters,3
AND/OR/NAND/NOR,44
repair_timing:
action | CTS | global route
pin swaps | 39 | 21
setup buffers | 25 | 5
gates resized | 134 | 30
cloned | 0 | 0
endpoints found under the setup margin | 32 | 26
power by group through the flow:
stage | Combinational (mW) | Sequential [mW] | Clock [mW]
final | 0.172 | 0 | 0
after global routing | 0.186 | 0 | 0
after CTS | 0.150 | 0 | 0
Power figures rest on the tool's default switching activity, not on a simulated workload.
